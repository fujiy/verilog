==> design/flow/design.v <==
module fifo #(
    parameter A = 4, D = 8
    )(
    input wire rst,
    input wire wr,
    input wire [D-1:0] w_data,
    input wire rd,
    output wire [D-1:0] r_data,
    output wire empty,
    output wire full
    );
    reg [D-1:0] ram[0:2**A-1];
    reg [A-1:0] wp = 0;
    reg [A-1:0] rp = 0;
    assign r_data = ram[rp];
    assign empty = wp == rp;
    assign full  = wp + 1 == rp;
    always @ (posedge rd or posedge rst) begin
        if (rst) rp <= 0;
        else if (~empty) begin
            rp <= rp + 1;
        end
    end
    always @ (posedge wr or posedge rst) begin
        if (rst) wp <= 0;
        else if (~full) begin
            ram[wp] <= w_data;
            wp <= wp + 1;
        end
    end
endmodule
==> design/flow/run.sh <==
#!/bin/bash
# OpenROAD 26Q1-2900-gdf79404cd8, Yosys 0.63+post, stock flow scripts
make -C /OpenROAD-flow-scripts/flow DESIGN_CONFIG=/design/flow/config.mk WORK_HOME=/design/flow/orfs finish
==> design/flow/config.mk <==
export PLATFORM = sky130hd
export DESIGN_NAME = fifo
export DESIGN_NICKNAME = fifo
export VERILOG_FILES = /design/flow/design.v
export SDC_FILE = /design/flow/constraint.sdc
export NUM_CORES = 4
export LEC_CHECK = 1
export CORE_UTILIZATION = 50
==> design/flow/constraint.sdc <==
current_design fifo

set clk_period 2.8
set clk_io_pct 0.2

create_clock -name clk0 -period $clk_period [get_ports {rd}]
create_clock -name clk1 -period $clk_period [get_ports {wr}]

set non_clock_inputs [all_inputs -no_clocks]
set_input_delay [expr $clk_period * $clk_io_pct] -clock clk0 $non_clock_inputs
set_output_delay [expr $clk_period * $clk_io_pct] -clock clk0 [all_outputs]
==> results.yml <==
# physical design summary
logic_synthesis:
  yosys-top-cells-area: "edfxtp_1 69%, a22oi_1 4.3%, dfrtp_1 3.6%"
  yosys_area_mm2: 0.005604
  synthCells: 349
  yosys_warnings: 2
  synth_flops: 136
  ys_cells: 349
  ys_seq_share_pct: 72.16
  synth_top_area_share_pct: 68.59
  ff_type: "edfxtp_1"
  postSynthAreaPerCell_um2: 16.06
  ys_types: 47
  synthArstFlopShare_pct: 5.882
  yosysTopAreaCell: "edfxtp_1"
  edf_count: 128
  syn_area_mm2: 0.005604
cts:
  clk_pin_slew_ns: 0.06
  clkSinkCount: 136
  cts_tree: "done"
global_route:
  gr-total-overflow: 0
  grt_usage_pct: 27.55
  grt_max_degree: 33
  grt_pass1_wl_mm: 20.74
  grt_pass1_vias: 3729
  grt_antenna_before_repair: 0
power_and_ir_drop:
  p_leak_nw: 2.528
  powerDensity_mw_per_mm2: 623.0
  peakVddDrop_mv: 0.4043
finish:
  area_delta_synth_final_pct: 31.23
  fill_cells: 685
  fin_area_mm2: 0.007355
  drive_above_1_share_pct: 30.82
floorplanning:
  chipArea_mm2: 0.01164
  fp.dieW_um: 107.9
  row_count: 38
  die-height_um: 107.9
  coreArea_mm2: 0.01089
  pin_count: 21
  fp-utilization_pct: 51.47
setup_path:
  endpoint: "r_data[1]"
  cp_max_fo: 13
  worstReg2RegEnd: "ram[9][4]$_DFFE_PP_"
  rr_worst_depth: 7
  worst_setup_path_start_kind: "flip-flop"
  worstSetupStartpoint: "rp[0]$_DFFE_PP0N_"
  cp.required_ns: 2.24
  endpoint_kind: "output port"
  r2r_slack_ns: 0.37
  critPathArrivalTime_ns: 2.17
  critical_path_class: "reg -> out"
  regToRegStartpoint: "wp[0]$_DFFE_PP0P_"
sta:
  finClkSkew_ns: 0.007286
  relSlewSlack_pct: 55.42
  setup_viol: 0
  whs_ns: 0.2705
  slew_viol_final: 0
  finalHoldViolCount: 0
  worst_pin_slew_ns: 0.6651
drt:
  drc: 0
  via_per_inst: 5.964
  via_count: 3525
  drtIter0Drc: 240
  firstDrtPassIters: 5
  wl_per_cell_um: 22.85
  wl_mm: 13.51
  diodes: 0
  ant_nets: 0
job:
  tool_warnings: 34
  drv_cap: 0
worst_hold_path:
  hold_path.class: "in -> async"
placed_design:
  dpl_cell_area_mm2: 0.006300
  port_buffers: 19
  dp_hpwl_mm: 7.763
  gp_congestion: 0.8210
status:
  status: "finished clean"
## layout by cell type, fill, tap and decap left out, types with 8 or more instances in the layout
cell	n
nand2_1	13
a21oi_1	9
clkbuf_16	16
a22oi_1	28
edfxtp_1	128
a211oi_1	14
buf_4	57
a222oi_1	9
buf_12	8
clkdlybuf4s50_1	10
## worst max-delay path, cell delays in order (launching register included)
cell           delay [ns]
dfrtp_2              0.46
ha_4                 0.22
buf_12               0.16
buf_4                0.16
a222oi_1             0.37
o22a_1               0.21
o211ai_1             0.10
dlygate4sd2_1        0.26
## cells in the mapped netlist (all sizes together) (3+ instances only)
| library cell | n |
|---|---|
| a2111oi | 5 |
| a211oi | 14 |
| a21oi | 9 |
| a221oi | 4 |
| a222oi | 9 |
| a22o | 6 |
| a22oi | 32 |
| a31oi | 5 |
| a32oi | 4 |
| buf | 12 |
| clkbuf | 12 |
| dfrtp | 8 |
| edfxtp | 128 |
| ha | 8 |
| inv | 8 |
| mux4 | 3 |
| nand2 | 14 |
| nand3 | 6 |
| nand3b | 4 |
| nor2 | 6 |
| o211ai | 4 |
| o21ai | 10 |
| o22a | 3 |
| xnor2 | 8 |
| xor2 | 5 |
## worst min-delay path by stage
stage | end | slack (ns)
CTS | wp[2]$_DFFE_PP0P_ | 0.26
global route | wp[2]$_DFFE_PP0P_ | 0.29
finish | wp[3]$_DFFE_PP0P_ | 0.27
## flip-flops by register name, summed over array words and instances (netlist names)
name	flops
ram	128
rp	4
wp	4
## repair_timing
item,in CTS,in global routing
endpoints found under the setup margin,10,9
endpoints found under the hold margin,0,0
pin swaps,10,17
gates resized,34,13
gates cloned,3,0
hold buffers,0,0
setup buffers,18,8
## per-stage QoR
| step | utilization [%] | setup TNS [ns] | setup slack [ns] | total power [W] | cells |
|---|---|---|---|---|---|
| final | 67.55 | 0 | 0.07044 | 0.004582 | 591 |
| after global routing | 67.55 | -0.01211 | -0.008532 | 0.004714 | 591 |
| after CTS | 66.70 | -0.3819 | -0.1543 | 0.004614 | 584 |
| after detailed placement | 57.86 | 0 | 0.01768 | 0.002351 | 529 |
| after global placement | 57.86 | 0 | 0.07008 | 0.002351 | 529 |
| after floorplan | - | -4.529 | -0.1887 | 0.002292 | 349 |
## logic make-up after synthesis
kind of cell             count (synthesis)  share of synthesized area, %
XOR/XNOR                                13                         2.367
AND-OR/OR-AND                          110                         15.20
flip-flops                             136                         72.16
adder cells (fa/ha/maj)                  8                         1.786
multiplexers                             5                         1.607
AND/OR/NAND/NOR                         43                         4.287
buffers and inverters                   34                         2.590
## layout make-up
cell class	instances	area [um^2]	share of cell area (%)
timing repair buffer	92	913.4	12.42
clock inverter	12	156.4	2.127
clock buffer	22	462.9	6.295
sequential	136	4049	55.05
tap	140	175.2	2.382
inverter	10	40.04	0.5444
multi-input combinational	179	1558	21.18
## power breakdown
group	leakage (nW)	internal (W)	switching (W)	total, W
sequential	1.25	0.00223	0.00000166	0.00223
combinational	0.978	0.0000309	0.0000414	0.0000723
clock	0.304	0.00145	0.000830	0.00228
## per-layer routing
layer	global-route usage, %	routed length [um]	vias to the layer above
li1	-	-	1621
met1	41.79	5372	1742
met2	39.84	6531	156
met3	14.69	1522	6
met4	4.501	80	0
met5	0	0	-
Power is estimated from default activity; no workload was simulated.
