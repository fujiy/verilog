--- config.mk ---
export PLATFORM = sky130hd
export DESIGN_NAME = seven_seg
export DESIGN_NICKNAME = seven_seg
export VERILOG_FILES = /design/flow/design.v
export SDC_FILE = /design/flow/constraint.sdc
export NUM_CORES = 4
export LEC_CHECK = 1
export CORE_AREA = 10 10 112 112
export DIE_AREA = 0 0 122 122
--- constraint.sdc ---
current_design seven_seg

set clk_period 3.7
set clk_io_pct 0.2

create_clock -name clk0 -period $clk_period [get_ports {clk}]

set non_clock_inputs [all_inputs -no_clocks]
set_input_delay [expr $clk_period * $clk_io_pct] -clock clk0 $non_clock_inputs
set_output_delay [expr $clk_period * $clk_io_pct] -clock clk0 [all_outputs]
--- design.v ---
module seven_seg_4d (
    input wire clk,
    input wire [15:0] data,
    output wire [3:0] a,
    output wire [6:0] k);
    wire [3:0] s_data;
    reg [1:0] select;
    assign k = decoder_16(s_data);
    assign s_data = {data[{select, 2'b11}],
                     data[{select, 2'b10}],
                     data[{select, 2'b01}],
                     data[{select, 2'b00}]};
    assign a = decoder_2to4(select);
    always @ (posedge clk) begin
        select <= select + 1;
    end
    function [3:0] decoder_2to4(input [1:0] in);
        case (in)
            2'b00: decoder_2to4 = 4'b0001;
            2'b01: decoder_2to4 = 4'b0010;
            2'b10: decoder_2to4 = 4'b0100;
            2'b11: decoder_2to4 = 4'b1000;
        endcase
    endfunction
    function [6:0] decoder_16(input [3:0] in);
        case (in)
            4'h0:    decoder_16 = 7'b1111110;
            4'h1:    decoder_16 = 7'b0110000;
            4'h2:    decoder_16 = 7'b1101101;
            4'h3:    decoder_16 = 7'b1111001;
            4'h4:    decoder_16 = 7'b0110011;
            4'h5:    decoder_16 = 7'b1011011;
            4'h6:    decoder_16 = 7'b1011111;
            4'h7:    decoder_16 = 7'b1110000;
            4'h8:    decoder_16 = 7'b1111111;
            4'h9:    decoder_16 = 7'b1111011;
            4'ha:    decoder_16 = 7'b1110111;
            4'hb:    decoder_16 = 7'b0011111;
            4'hc:    decoder_16 = 7'b1001110;
            4'hd:    decoder_16 = 7'b0111101;
            4'he:    decoder_16 = 7'b1001111;
            4'hf:    decoder_16 = 7'b1000111;
            default: decoder_16 = 7'b0000000;
        endcase
    endfunction
endmodule
module seven_seg (a0, a1, a2, a3, k0, k1, k2, k3, k4, k5, k6, clk, btn);
    input clk;
    input btn;
    output a0, a1, a2, a3;
    output k0, k1, k2, k3, k4, k5, k6;
    wire [3:0] a;
    wire [6:0] d;
    reg [26:0] clock = 0;
    reg [15:0] count = 0;
    assign {a3, a2, a1, a0} = ~a;
    assign {k0, k1, k2, k3, k4, k5, k6} = ~d;
    seven_seg_4d seven_seg_4d(clock[14], count, a, d);
    always @ (posedge(clk)) begin
        clock <= clock + 1;
    end
    always @ (posedge(clock[19])) begin
        if (btn == 0) begin
            count <= count + 1;
        end
    end
endmodule
--- run.sh ---
#!/bin/bash
# OpenROAD 26Q1-2900-gdf79404cd8, Yosys 0.63+post, stock flow scripts
make -C /OpenROAD-flow-scripts/flow DESIGN_CONFIG=/design/flow/config.mk WORK_HOME=/design/flow/orfs finish
==> results.yml <==
# implementation run metrics
routing:
  firstDrtPassIters: 4
  vias: 1213
  wl_per_cell_um: 9.006
  dr.first_iter.drc_count: 62
  drtAntennaViolNets: 0
  drc: 0
  wirelength_um: 2900
  vias_per_cell: 3.767
  antenna_cells: 0
setup_path:
  critPathRequiredTime_ns: 3.84
  start_kind: "flip-flop"
  crit_arrival_ns: 1.71
  crit-reg2reg-launch: "clock[0]"
  worstSetupEndpointType: "flip-flop"
  critical_path.max_fanout: 5
  critPathKind: "reg2reg"
  rr_worst_depth: 5
  rrSetupSlack_ns: 2.13
  reg2reg_to: "clock[14]"
synth:
  ys.flops: 38
  edf_count: 16
  synthFlopType: "dfxtp_1"
  syn_inst: 172
  netlist_area_um2: 1926
  synth-cells-yosys: 172
  top_area_cell: "edfxtp_1"
  synth_cell_types: 30
  yosysWarnings: 2
  ys_area_um2: 1926
  postSynthSeqShare: 0.4782
  synthTopCellsByCount: "dfxtp_1, xnor2_1, edfxtp_1"
  yosys-top-cells-area: "edfxtp_1, dfxtp_1, xnor2_1"
  most_common_cell: "dfxtp_1"
  top_area_frac: 0.2495
  synth.avg_cell_area_um2: 11.20
  synthArstFlopShare: 0
run_status:
  status: "completed"
clock_network:
  clock_latency_ns: 0.25
  cts.clk_slew.worst_paths_ns: 0.07
  postCtsHoldBufs: 0
  cts_resized: 0
  htreeDepth: 1
  numCtsBuffers: 3
  cts_tree: "yes"
  cts_max_path_buffers: 2
  cts_setup_buffers: 0
  cts-root-buf: "clkbuf_8"
placed_design:
  place_ws_ns: 2.125
  numPortBuffers: 12
  dp_hpwl_um: 2237
  place.gp.congestion: 0.8178
floorplanning:
  initial_core_util: 0.1882
  num_rows: 37
  coreArea_um2: 10230
  die_width_um: 122
  die-area_um2: 14880
  chipHeight_um: 122
  ios: 13
power:
  internal_power_mw: 0.3130
  p_per_area_nw_per_um2: 170.0
  combinationalPowerShare: 0.012
  p_sw_mw: 0.06914
  leakagePower_nw: 0.8007
  finalPower_mw: 0.3821
  seq_power_share: 0.569
  pwr-share-clk: 0.419
  irDropWorstVdd_v: 0.0001367
  swShare: 0.1809
timing:
  untimed_endpoints: 45
  clock.fmax_ghz: 0.6360
  unclocked_regs: 18
  finalHoldViolCount: 0
  setup_viol: 0
  finalClockSkew_ns: 0.001698
  rsz0062_at_grt: "no"
  worst_pin_slew_ns: 0.6252
  tns_ns: 0
  relSlewSlack: 0.5827
  finalCritPeriodShare: 0.4250
  layout_min_cycle_time_ns: 1.572
  layout_setup_ws_ns: 2.128
  finalMaxSlewViolations: 0
grt:
  grt_remaining_overflow: 0
  grt_pass1_vias: 1127
  antenna_found_initial: 0
  grt_pass1_wl_um: 5119
  grt_use_total: 0.03875
  grt_max_degree: 18
job:
  maxCapViolCount: 0
  warnings: 33
hold_path:
  min_path_cells: 1
  hp-start: "clock[0]"
  holdPathEnd: "clock[0]"
  hp-class: "reg2reg"
layout:
  final_layout_size_suffix_gt1_frac: 0.05914
  syn2layout_area_growth_pct: 16.76
## layout by cell type (no fill, tap or decap), types with 4 or more instances in the layout
cell             count
and3_1               6
ha_1                12
dfxtp_1             22
xor2_1              11
clkbuf_8             4
nand3_1             12
edfxtp_1            16
xnor2_1             21
nand4_1              6
nor2_1               6
inv_1               15
nand2_1             15
clkdlybuf4s50_1     12
## kinds of logic after synthesis
| group | count (synthesis) | synth area share |
|---|---|---|
| fa+ha+maj | 12 | 0.07797 |
| flops | 38 | 0.4782 |
| compound gates | 11 | 0.03899 |
| mux | 6 | 0.06043 |
| buf+inv | 17 | 0.04093 |
| xor+xnor | 32 | 0.1455 |
| simple gates | 56 | 0.1579 |
## flip-flops by register name, summed over array words and instances, names as in the netlist
register,flops
count,16
seven_seg_4d.select,2
clock,20
## worst max-delay path: stages (launching register included)
cell,delay (ns)
dfxtp_1,0.41
ha_1,0.26
inv_1,0.06
nor4_1,0.46
nand2_1,0.14
xnor2_1,0.14
## cell type report
cell class	count	area, µm²
Timing Repair Buffer	12	120.1
Inverter	15	56.30
Multi-Input combinational cell	117	925.9
Fill cell	1054	7983
Sequential cell	38	920.9
Clock buffer	4	55.05
Tap cell	136	170.2
## through the flow
| step | hold slack, ns | std cells | util | cell area, µm² |
|---|---|---|---|---|
| global route | 0.4725 | 322 | 0.2198 | 2248 |
| CTS | 0.4386 | 322 | 0.2198 | 2248 |
| global placement | 0.4140 | 318 | 0.2144 | 2193 |
| detailed placement | 0.4221 | 318 | 0.2144 | 2193 |
| finish | 0.4423 | 322 | 0.2198 | 2248 |
| floorplan | 0.3944 | 172 | - | 1926 |
## worst max-delay path by stage
stage | depth (start not counted) | end | startpoint
final | 5 | clock[14] | clock[0]
after global routing | 5 | clock[14] | clock[0]
after CTS | 5 | clock[14] | clock[0]
## power by group through the flow
stage	logic [mW]	registers, mW	clock network, mW
global route	0.00494	0.217	0.171
finish	0.00446	0.218	0.160
CTS	0.00460	0.218	0.164
## per-layer routing
metal  vias to the layer above  global-route usage  routed length (µm)
li1                        625                   -                   -
met1                       569             0.05386                1465
met2                        17             0.06359                1248
met3                         2            0.007981                 161
met4                         0            0.003726                  25
met5                         -                   0                   0
Power is estimated from default activity; no workload was simulated.
